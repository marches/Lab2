==> flow/design.v <==
module datamemory
#(
    parameter addresswidth  = 7,
    parameter depth         = 2**addresswidth,
    parameter width         = 8
)
(
    input 		                clk,
    output reg [width-1:0]      dataOut,
    input [addresswidth-1:0]    address,
    input                       writeEnable,
    input [width-1:0]           dataIn
);
    reg [width-1:0] memory [depth-1:0];
    always @(posedge clk) begin
        if(writeEnable)begin
            memory[address] <= dataIn;
            end
        dataOut <= memory[address];
    end
endmodule
==> flow/run.sh <==
#!/bin/bash
# OpenROAD 26Q1-2900-gdf79404cd8, Yosys 0.63+post, stock flow scripts
make -C /OpenROAD-flow-scripts/flow DESIGN_CONFIG=/design/flow/config.mk WORK_HOME=/design/flow/orfs finish
==> flow/config.mk <==
export PLATFORM = sky130hd
export DESIGN_NAME = datamemory
export DESIGN_NICKNAME = datamemory
export VERILOG_FILES = /design/flow/design.v
export SDC_FILE = /design/flow/constraint.sdc
export NUM_CORES = 4
export LEC_CHECK = 1
export CORE_UTILIZATION = 40
==> flow/constraint.sdc <==
current_design datamemory

set clk_period 18.1
set clk_io_pct 0.2

create_clock -name clk0 -period $clk_period [get_ports {clk}]

set non_clock_inputs [all_inputs -no_clocks]
set_input_delay [expr $clk_period * $clk_io_pct] -clock clk0 $non_clock_inputs
set_output_delay [expr $clk_period * $clk_io_pct] -clock clk0 [all_outputs]
==> results.py <==
# Metrics from the implementation run
metrics = {
    "status": {
        "outcome": "finished, final reports clean",
    },
    "die": {
        "die-area_sq_um": 102000,
        "placementRows": 116,
        "coreArea_sq_um": 100000,
        "initial_core_util": 0.404,
        "die_y_um": 320,
        "fp.dieW_um": 320,
        "ioPinCount": 25,
    },
    "setup_path": {
        "worstPathArrival_ns": 7.34,
        "critPathMostFrequentCell": "buf_4",
        "cp_max_fo": 70,
        "cp-end-kind": "flip-flop",
        "worst-setup-path-type": "in -> reg",
        "cp_cell_sequence": "buf_8, buf_4, nor2b_2, buf_4, nand2_1, a211oi_1, nor3_1, a41oi_1, nand4_1",
        "critPathSlowestCell": "buf_4",
        "crit_path_max_incr_delay_ns": 0.69,
        "critical_path_required_ns": 18.64,
        "start_kind": "input pin",
    },
    "detailed_routing": {
        "viasPerCell": 6.21,
        "drtAntennaViolNets": 0,
        "num_vias": 24200,
        "wl_um": 121000,
        "routedWlPerCell_um": 30.9,
        "firstDrtPassIters": 5,
        "drt_iter0_drc": 2003,
        "antenna_cells": 0,
        "drc": 0,
    },
    "final_timing": {
        "report.final.slew_viol_count": 0,
        "rsz0062_at_grt": "no",
        "min_period_ns": 6.80,
        "hold_viol_final": 0,
        "setup-tns-final_ns": 0,
        "fmax_mhz": 147,
        "fin_crit_sh": 0.376,
        "tightest_slew_ns": 1.13,
        "whs_ns": 0.786,
        "slew-limit-headroom": 0.241,
        "setup_viol": 0,
        "fin_worst_skew_ns": 0.0300,
    },
    "power": {
        "ir_worst_vdd_mv": 0.0925,
        "power_per_cell_area_nw_per_um2": 112,
        "power_mw": 5.08,
        "p_leak_nw": 14.2,
    },
    "cts": {
        "holdBufCountCts": 0,
        "clkSlewWorstSetupHoldPaths_ns": 0.06,
        "clk_path_buf_depth": 3,
        "clock_latency_ns": 0.69,
        "htree_levels": 3,
        "cts_sinks": 1032,
        "cts_resized": 0,
        "cts_tree": "built",
        "cts-root-buf": "clkbuf_16",
        "post-cts-setup-buffers": 0,
        "cts_buffers": 104,
    },
    "synth": {
        "ys_seq_frac": 0.764,
        "most_common_cell": "edfxtp_1",
        "synth-async-reset-ratio": 0,
        "edf_count": 1024,
        "synth_cells": 2475,
        "ys_ff": 1032,
        "synthFlopType": "edfxtp_1",
        "synth.avg_cell_area_sq_um": 16.3,
        "area_leaders": "edfxtp_1 (76%), a221oi_1 (4.8%), nor2_1 (2.2%)",
        "synth.top_cell.area_share": 0.760,
        "ys_top_cells_by_count": "edfxtp_1 (1024), nor2_1 (240), a221oi_1 (220)",
        "synth.yosys.warnings": 1,
        "yosysUniqueCellTypes": 66,
        "yosysTopAreaCell": "edfxtp_1",
        "yosys_area_sq_um": 40400,
        "yosys-stat-cells": 2475,
        "synthesis.area_sq_um": 40400,
    },
    "job": {
        "drv_cap": 0,
        "log.warning_count": 28,
    },
    "global_routing": {
        "grt_max_degree": 101,
        "grt_pass1_wl_um": 176000,
        "grt_pass1_vias": 25600,
        "grt_overflow": 0,
        "grt_usage": 0.258,
        "antenna_found_initial": 7,
    },
    "layout": {
        "syn2layout_area_growth_pct": 12.3,
        "flop_area_sq_um": 30900,
        "drive_above_1_share": 0.134,
        "nFillCells": 8368,
        "logic_area_sq_um": 8500,
    },
    "place": {
        "hpwl_um": 71000,
        "io_buffer_count": 24,
        "gp_congestion": 0.982,
    },
    "hold_path": {
        "hp-class": "reg -> reg",
    },
}
## state kept, by name (all words and copies together) (netlist names)
register  cells
dataOut       8
memory     1024
## worst paths after layout
kind,start,to,slack [ns],cells after the start
worst max-delay path,address[2],dataOut[0]$_DFF_P_,11.30,9
worst min-delay path,memory[31][7]$_DFFE_PP_,dataOut[7]$_DFF_P_,0.79,6
worst max register to register,memory[63][7]$_DFFE_PP_,dataOut[7]$_DFF_P_,15.66,6
worst min register to register,memory[31][7]$_DFFE_PP_,dataOut[7]$_DFF_P_,0.79,6
## metrics by stage
step / setup WS [ns] / util / cell area, sq um / cells
floorplan: 12.19 / - / 40400 / 2475
global placement: 10.78 / 0.420 / 42000 / 3702
detailed placement: 10.77 / 0.420 / 42000 / 3702
CTS: 11.51 / 0.453 / 45400 / 3897
global route: 11.29 / 0.453 / 45400 / 3897
finish: 11.30 / 0.453 / 45400 / 3897
## cell type report
type / count / share of cell area
Clock inverter: 65 / 0.0136
Sequential cell: 1032 / 0.681
Tap cell: 1298 / 0.0358
Timing Repair Buffer: 124 / 0.0216
Inverter: 4 / 0.000386
Multi-Input combinational cell: 1244 / 0.187
Clock buffer: 130 / 0.0609
## worst max-delay path: cells and delay by family
kind,cells,cell delay [ns]
and+or+nand+nor,4,0.94
AOI/OAI and AO/OA,2,0.93
buffers and inverters,3,1.63
## routing by layer
| metal | part of all wire | global-route usage | vias to the layer above |
|---|---|---|---|
| li1 | - | - | 10200 |
| met1 | 0.34 | 0.314 | 12000 |
| met2 | 0.45 | 0.364 | 1775 |
| met3 | 0.18 | 0.206 | 297 |
| met4 | 0.035 | 0.0689 | 16 |
| met5 | 0.0015 | 0.00898 | - |
## cells by family after synthesis
family,after synthesis,share of synthesized area
flip-flops,1032,0.764
AND/OR/NAND/NOR,427,0.0447
buffers and inverters,199,0.0261
multiplexers,137,0.0394
AND-OR/OR-AND,680,0.125
## cell usage in the layout (no fill, tap or decap), types with 16 or more instances in the layout
cell type and count:
nand2_1 102, clkbuf_16 107, clkinv_2 16, a21oi_1 125, a22oi_1 73, clkbuf_1 23, a221o_1 20, a221oi_1 220
nor3_1 16, o221ai_1 17, clkinv_1 31, mux2_2 60, o21ai_0 80, o22ai_1 24, buf_4 107, mux2i_1 61
edfxtp_1 1024, nor2_1 239, nand3_1 17, a22o_1 41
## report_power, final
part,total (mW),internal (mW),switching (mW)
logic,0.303,0.0807,0.223
registers,2.65,2.64,0.00931
clock network,2.13,1.24,0.894
Power figures rest on the tool's default switching activity, not on a simulated workload.
