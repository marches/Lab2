`/design/flow/design.v`:
```
module shiftregister
#(parameter width = 8)
(
input               clk,                 
input               peripheralClkEdge,   
input               parallelLoad,        
input  [width-1:0]  parallelDataIn,      
input               serialDataIn,        
output [width-1:0]  parallelDataOut,     
output              serialDataOut        
);
    reg [width-1:0]      shiftregistermem;
    assign serialDataOut = shiftregistermem[width-1];
    assign parallelDataOut = shiftregistermem;
    always @(posedge clk) begin
      if (parallelLoad ==1) begin
        shiftregistermem <= parallelDataIn;
      end
      else if (peripheralClkEdge == 1) begin
        shiftregistermem = shiftregistermem<<1;
        shiftregistermem[0] = serialDataIn;
      end
    end
endmodule
module inputconditioner
(
input 	    clk,             
input	    noisysignal,     
output reg  conditioned,     
output reg  positiveedge,    
output reg  negativeedge     
);
    parameter counterwidth = 3;  
    parameter waittime = 3;      
    reg[counterwidth-1:0] counter = 0;
    reg synchronizer0 = 0;
    reg synchronizer1 = 0;
    always @(posedge clk ) begin
        if(conditioned == synchronizer1) begin
            counter <= 0;
            positiveedge <= 0;
            negativeedge <= 0;
        end
        else begin
            if( counter == waittime) begin
                counter <= 0;
                if (synchronizer1 == 1 && conditioned == 0)
                    positiveedge <= 1;
                if (synchronizer1 == 0 && conditioned == 1)
                    negativeedge <= 1;
                conditioned <= synchronizer1;
            end
            else 
                counter <= counter+1;
        end
        synchronizer0 <= noisysignal;
        synchronizer1 <= synchronizer0;
    end
endmodule
module dff #( parameter W = 1 )
(
    input trigger,
    input enable,
    input      [W-1:0] d,
    output reg [W-1:0] q
);
    always @(posedge trigger) begin
        if(enable) begin
            q <= d;
        end
    end
endmodule
module jkff1
(
    input trigger,
    input j,
    input k,
    output reg q
);
    always @(posedge trigger) begin
        if(j && ~k) begin
            q <= 1'b1;
        end
        else if(k && ~j) begin
            q <= 1'b0;
        end
        else if(k && j) begin
            q <= ~q;
        end
    end
endmodule
module mux2 #( parameter W = 1 )
(
    input[W-1:0]    in0,
    input[W-1:0]    in1,
    input           sel,
    output[W-1:0]   out
);
    assign out = (sel) ? in1 : in0;
endmodule
module rapper
(
    input        clk,
    input  [3:0] sw,
    input  [3:0] btn,
    output [3:0] led
);
    wire[3:0] res0, res1;      
    wire res_sel;              
    jkff1 src_sel(.trigger(clk), .j(btn[3]), .k(btn[2]), .q(res_sel));
    mux2 #(4) output_select(.in0(res0), .in1(res1), .sel(res_sel), .out(led));
    wire cout0, cout1, cout2, pos0, pos1, pos2, neg0, neg1, neg2;
    wire[7:0] FixedParallelIn;
    wire[7:0] parallelDataOut;
    wire serialDataOut;
    assign FixedParallelIn= 8'b00100101;     
    inputconditioner ic1 (.clk(clk),.noisysignal(btn[1]),.conditioned(cout0),.positiveedge(pos0),.negativeedge(neg0));
    inputconditioner ic2 (.clk(clk),.noisysignal(sw[0]),.conditioned(cout1),.positiveedge(pos1),.negativeedge(neg1));
    inputconditioner ic3 (.clk(clk),.noisysignal(sw[1]),.conditioned(cout2),.positiveedge(pos2),.negativeedge(neg2));
    shiftregister #(8) dut(.clk(clk),
    		           .peripheralClkEdge(pos2),
    		           .parallelLoad(neg0),
    		           .parallelDataIn(FixedParallelIn),
    		           .serialDataIn(cout1),
    		           .parallelDataOut(parallelDataOut),
    		           .serialDataOut(serialDataOut));
    assign res0[0] = parallelDataOut[0];
    assign res0[1] = parallelDataOut[1];
    assign res0[2] = parallelDataOut[2];
    assign res0[3] = parallelDataOut[3];
    assign res1[0] = parallelDataOut[4];
    assign res1[1] = parallelDataOut[5];
    assign res1[2] = parallelDataOut[6];
    assign res1[3] = parallelDataOut[7];
endmodule
```
`/design/flow/run.sh`:
```
#!/bin/bash
# OpenROAD 26Q1-2900-gdf79404cd8, Yosys 0.63+post, stock flow scripts
make -C /OpenROAD-flow-scripts/flow DESIGN_CONFIG=/design/flow/config.mk WORK_HOME=/design/flow/orfs finish
```
`/design/flow/config.mk`:
```
export PLATFORM = sky130hd
export DESIGN_NAME = rapper
export DESIGN_NICKNAME = rapper
export VERILOG_FILES = /design/flow/design.v
export SDC_FILE = /design/flow/constraint.sdc
export NUM_CORES = 4
export LEC_CHECK = 1
export CORE_AREA = 10 10 95 95
export DIE_AREA = 0 0 105 105
```
`/design/flow/constraint.sdc`:
```
current_design rapper

set clk_period 1.3
set clk_io_pct 0.2

create_clock -name clk0 -period $clk_period [get_ports {clk}]

set non_clock_inputs [all_inputs -no_clocks]
set_input_delay [expr $clk_period * $clk_io_pct] -clock clk0 $non_clock_inputs
set_output_delay [expr $clk_period * $clk_io_pct] -clock clk0 [all_outputs]
```
==> deck_impl_summary.md <==
Run Summary

Hold path
  • Worst Hold Class: reg2reg

Critical path
  • Crit-path slowest cell: dfxtp_4
  • Worst Setup Start Kind: flip-flop
  • CP arrival: 1.15 ns
  • Family with the most delay on the worst path: flip-flops
  • CP Cell Sequence: buf_6 > mux2_4 > buf_2
  • Crit path required time: 1.04 ns
  • Crit-path max cell delay: 0.36 ns
  • CP Class: reg2out
  • Crit path buffers/inverters: 2
  • CP max FO: 4
  • CP endpoint kind: primary output

Global route
  • Total grt overflow: 0
  • Tot GR Track Use: 0.02665
  • Global-route wire length before repair: 2.504 mm
  • Vias in the first global route: 600
  • Antenna violations before repair: 0
  • Largest net degree at the start of global routing: 11

Routing
  • Post-DR wirelength/cell: 7.025 um
  • Starting DRT DRC Count: 24
  • Diode count: 0
  • Drt pass-1 iters: 2
  • Antenna viol nets, final: 0
  • Routed WL: 1.412 mm
  • Vias per cell: 3.085
  • # DRC: 0
  • Vias: roughly 620

Clock network
  • CTS root buffer: clkbuf_8
  • Sink Count: 29
  • Worst-path clk slew: 0.06 ns
  • Clock Latency Late Sink: 0.27 ns
  • Clock tree from TritonCTS: done
  • H-tree depth: 2
  • Hold Buf Count CTS: 0
  • TritonCTS Buffers: 5
  • CTS Buffer Depth: 2

Final timing
  • F_max: roughly 710 MHz
  • Setup Skew: 0.004551 ns
  • RSZ-0062 raised after global routing: true
  • Setup TNS Final: -0.2755 ns
  • Final setup viols: 4
  • Final setup margin: -0.1144 ns
  • Slew headroom: 0.7438
  • Post-layout min period: 1.414 ns
  • Hold_ws: 0.3257 ns
  • Actual slew at the worst max-slew pin: between 0.3 and 0.4 ns
  • Final period util: 1.088
  • Final Max Tran Viols: 0
  • Final hold vios: 0

Yosys
  • Aoi share: 0.03799
  • Adder share: 0.09804
  • Synth cell types: 17
  • Cell area leaders: dfxtp_1 (51%), ha_1 (9.8%), edfxtp_1 (8.8%)
  • Gate count of the mapped netlist: 83
  • Synth Area in XOR/XNOR: 0.008578
  • Area of the mapped netlist: 1021 um2
  • Avg Inst Size Synth: about 12 um2
  • Mux contribution to synthesized area: 0.1029
  • Seq/Total Area, Yosys: 0.5980
  • Basic Gates by Area: 0.1164
  • Synth Warn #: 3
  • Yosys Chip Area: approximately 1000 um2
  • Main logic family: simple AND/OR/NAND/NOR gates
  • Synth flops: 29
  • Cell type with the largest total area: dfxtp_1
  • Yosys cell count: 83
  • Largest type area fraction: 0.5098

Final layout
  • Final Cell Area: 1375 um2
  • Layout Area Growth over Synthesis: 34.68%
  • Fin cells: 201
  • Share of layout cells above drive strength 1: 0.2476
  • Post-layout util: 0.1991

Die
  • Die height: approximately 110 um
  • Placement Rows: 30
  • Die Span X: 105 um
  • Die Area: roughly 11000 um2
  • FP Util: 0.1478
  • Core ar.: 6907 um2
  • Io pins: 13

Status
  • Status: finished with violations
  • Failing checks: setup timing

Power
  • Power consumption: between 2 and 2.5 mW
  • Peak supply drop: 0.0005623 V
  • Leakage: ~0.57 nW
  • Power Density: 1679 nW/um2

Placed design
  • Placed Instance Area: 1245 um2
  • Placed Cells: approximately 190
  • Worst slack, placed: -0.1739 ns
  • Gpl congestion: between 0.6 and 0.7
  • Post-DP HPWL: 999.6 um
  • Port bufs: 9

Run
  • Max-cap violation count: 0
  • OpenROAD warnings: 30
## synthesized netlist by cell type
cell      count
buf_2         1
nor3_1        6
nor2_1        7
a21oi_1       2
buf_6         1
xnor2_1       1
a211o_1       1
dfxtp_1      26
nor2b_1       5
mux2i_1       6
edfxtp_1      3
inv_1         6
ha_1          8
nor3b_1       3
a211o_2       2
mux2_2        4
nor2b_2       1
## metal layers
layer,vias to the layer above,GRT usage,share of wire
met3,3,0.01739,0.064
li1,328,-,-
met2,8,0.04093,0.46
met1,281,0.03119,0.46
met5,-,0,0
met4,0,0.003922,0.015
## sequential cells by signal, indices dropped and copies added, names as in the netlist, 3 cells and up
register              count
ic3.counter               3
ic1.counter               3
dut.shiftregistermem      8
ic2.counter               3
## area by class of cell
type | count | area (um2)
fill | 758 | 5532
sequential | 29 | 614.3
multi-input combinational | 46 | 386.6
timing repair buffer | 16 | 148.9
tap | 96 | 120.1
clock buffer | 6 | 72.57
inverter | 6 | 22.52
clock inverter | 2 | 10.01
## cells by family (layout without fill, tap and decap cells)
family,after synthesis,count (layout)
flip-flops,29,29
AND/OR/NAND/NOR,22,22
multiplexers,10,10
adder cells (fa/ha/maj),8,8
buffers and inverters,8,30
AND-OR/OR-AND,5,5
XOR/XNOR,1,1
## power breakdown
group          leakage (nW)  internal (mW)  switching [mW]  total [mW]
registers             0.243           1.07          0.0970        1.17
clock network        0.0450          0.369           0.309       0.678
logic                 0.280          0.331           0.134       0.465
total                 0.568           1.77           0.539        2.31
## layout by cell type, fill, tap and decap left out
master and count:
buf_4 5, dfxtp_4 1, nor2_1 7, buf_6 5, clkbuf_8 5, ha_1 8
mux2_4 4, clkbuf_1 1, inv_1 6, nor3b_1 3, dfxtp_1 25, xnor2_1 1
mux2i_1 6, a211o_2 2, a211o_1 1, nor2b_2 1, buf_2 1, clkdlybuf4s50_1 5
nor2b_1 5, a21oi_1 2, nor3_1 6, clkinv_2 2, edfxtp_1 3
## path summary, 6_finish.rpt
kind                              from                   endpoint  cells after the start  slack [ns]
max             src_sel.q$_SDFFE_PP1P_                     led[0]                      3       -0.11
min          ic1.synchronizer0$_DFF_P_  ic1.synchronizer1$_DFF_P_                      0        0.33
max reg2reg  ic1.counter[0]$_SDFF_PP0_  ic1.conditioned$_DFFE_PP_                      3        0.13
min reg2reg  ic1.synchronizer0$_DFF_P_  ic1.synchronizer1$_DFF_P_                      0        0.33
## repair_timing
action / CTS / global route
endpoints found under the setup margin: 4 / 4
setup buffers: 2 / 1
gates resized: 21 / 3
Power is estimated from default activity; no workload was simulated.
